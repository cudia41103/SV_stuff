### design/flow/config.mk
export PLATFORM = sky130hd
export DESIGN_NAME = FIFO
export DESIGN_NICKNAME = FIFO
export VERILOG_FILES = /design/flow/design.v
export SDC_FILE = /design/flow/constraint.sdc
export NUM_CORES = 4
export LEC_CHECK = 1
export CORE_UTILIZATION = 40
### design/flow/constraint.sdc
current_design FIFO

set clk_period 2.8
set clk_io_pct 0.2

create_clock -name clk0 -period $clk_period [get_ports {clk1}]
create_clock -name clk1 -period $clk_period [get_ports {clk2}]

set non_clock_inputs [all_inputs -no_clocks]
set_input_delay [expr $clk_period * $clk_io_pct] -clock clk0 $non_clock_inputs
set_output_delay [expr $clk_period * $clk_io_pct] -clock clk0 [all_outputs]
### design/flow/design.v
`timescale 1ns / 1ps
interface fifo_if;
    logic clk1;
    logic clk2;
    logic rst1;
    logic rst2;
    logic wr;
    logic rd;
    logic [7:0] din;
    logic [7:0] dout;
    logic empty;
    logic full;
endinterface
`timescale 1ns / 1ps
module FIFO #(parameter WIDTH = 8, PTR_WIDTH = 4)(
    input logic clk1, clk2, rst1, rst2, wr, rd,
    input logic [WIDTH-1:0] din, 
    output logic [WIDTH-1:0] dout,
    output empty, full);
    reg [WIDTH-1:0] fifo [8];
    logic [PTR_WIDTH-1:0] rptr;
    logic [PTR_WIDTH-1:0] wptr;
    logic [PTR_WIDTH-1:0] rptr_next;
    logic [PTR_WIDTH-1:0] wptr_next;
    logic [PTR_WIDTH-1:0] grptr;
    logic [PTR_WIDTH-1:0] gwptr;
    logic [PTR_WIDTH-1:0] grptr_next;
    logic [PTR_WIDTH-1:0] gwptr_next;
    logic [PTR_WIDTH-1:0] grptr_next_sync;
    logic [PTR_WIDTH-1:0] gwptr_next_sync;
    always_ff @(posedge clk1) begin 
        if(wr && !full) begin
            fifo[wptr[PTR_WIDTH-1:0]] <= din;
        end
    end
    assign dout = !empty ? fifo[rptr[PTR_WIDTH-1:0]] : 'x;
    assign wptr_next = (wr && !full) ? (wptr + 1'b1) : wptr;
    assign gwptr_next = (wptr_next >> 1) ^ wptr_next;
    always_ff @(posedge clk1) begin
        if(rst1 || rst2) begin
            wptr <= '0;
            gwptr <= '0;
        end else begin
            wptr <= wptr_next;
            gwptr <= gwptr_next;
        end
    end        
    synch read_sync(
        .clk(clk2),
        .rst(rst2),
        .data_in(grptr_next),
        .data_out(grptr_next_sync)
    );
    full full_module(
        .grptr_next(grptr_next_sync),
        .wptr(wptr),
        .wfull(full)
    );
    assign rptr_next = (!empty && rd) ? (rptr + 1'b1) : rptr;
    assign grptr_next = (rptr_next >> 1) ^rptr_next;
    always_ff @(posedge clk2) begin
        if (rst2) begin
            rptr <= 0;
            grptr <= 0;
        end else begin
            rptr <= rptr_next;
            grptr <= grptr_next;
        end
    end
    synch write_sync(
        .clk(clk1),
        .rst(rst1),
        .data_in(gwptr_next),
        .data_out(gwptr_next_sync)
    );
    empty empty_module (
        .gwptr_next(gwptr_next_sync),
        .rptr(rptr),
        .rempty(empty)
    );
endmodule
module empty #(parameter WIDTH = 3)(
    input logic [WIDTH:0] gwptr_next,
    input logic [WIDTH:0] rptr,
    output logic rempty
);
    genvar i;
    logic [WIDTH:0] wptr_next;
    generate 
        for(i=0; i< (WIDTH + 1); i++) begin
            assign wptr_next[i] = ^(gwptr_next>>i);
        end
    endgenerate
    assign rempty = (rptr == wptr_next);
endmodule
`timescale 1ns / 1ps
module full #(parameter WIDTH = 3)(
        input logic [WIDTH:0] grptr_next,
        input logic [WIDTH:0] wptr,
        output logic wfull
    );
    genvar i;
    logic [WIDTH:0] rptr_next;
    generate 
        for(i = 0; i < (WIDTH + 1); i++) begin
            assign rptr_next[i] = ^(grptr_next >>i);
        end
    endgenerate
    assign wfull = (rptr_next[WIDTH] == !(wptr[WIDTH])) && (rptr_next[(WIDTH-1):0] == wptr[(WIDTH-1):0]);
endmodule
`timescale 1ns / 1ps
module synch #(parameter WIDTH = 4)(
    input   logic clk,
    input   logic rst,
    input   logic [WIDTH-1:0] data_in, 
    output  logic [WIDTH-1:0] data_out
    );
    logic [WIDTH-1:0] temp;
    always_ff @(posedge clk) begin
        if(rst) begin
            temp<= 0;
            data_out<= 0;
        end else begin
            temp <= data_in;
            data_out <= temp;
        end
    end
endmodule
### design/flow/run.sh
#!/bin/bash
# OpenROAD 26Q1-2900-gdf79404cd8, Yosys 0.63+post, stock flow scripts
make -C /OpenROAD-flow-scripts/flow DESIGN_CONFIG=/design/flow/config.mk WORK_HOME=/design/flow/orfs finish
==> impl_metrics.py <==
# Physical implementation metrics
metrics = {
    "outcome": {
        "status": "finished clean",
    },
    "synthesis": {
        "yosysUniqueCellTypes": 50,
        "top_area_cell": "edfxtp_1",
        "top_area_share_pct": 50.7,
        "common_cells": "edfxtp_1, dfxtp_1, clkbuf_1, nor2b_1",
        "synth_area_per_cell_um2": 14.9,
        "ys_area_um2": 3790,
        "edf_count": 64,
        "top_cell": "edfxtp_1",
        "ys_seq_share_pct": 62.8,
        "yosysWarningCount": 2,
        "top_cells_by_area": "edfxtp_1, dfxtp_1, mux4_2, mux4_1, mux2_2",
        "flop_cell": "edfxtp_1",
        "synth_flops": 87,
        "postSynthCellCount": 255,
        "mappedNetlistArea_um2": 3790,
        "ys_async_sr_fraction_pct": 0,
        "ys_cells": 255,
    },
    "floorplanning": {
        "die_w_um": 99.4,
        "io_pins": 24,
        "fp_util_pct": 41.3,
        "die.size.y_um": 99.4,
        "core_um2": 9200,
        "std_cell_rows": 35,
        "chipArea_um2": 9880,
    },
    "route": {
        "drt_pass1_iterations": 4,
        "viasPerCell": 5.58,
        "routed_wl_um": 7010,
        "remaining_drc_errors": 0,
        "antenna_cells": 0,
        "vias": 2258,
        "ant_nets": 0,
        "wl_per_cell_um": 17.3,
        "drtIter0Drc": 97,
    },
    "final_timing": {
        "rsz0062_at_grt": "false",
        "slew_viol_final": 0,
        "tns_ps": 0,
        "worstMarginPinSlew_ps": 806,
        "setup_viol": 0,
        "hold_violations": 0,
        "clock_skew_ps": 10.4,
        "slew_headroom_pct": 46.2,
    },
    "final_layout": {
        "area_delta_synth_final_pct": 18.9,
        "regArea_um2": 2380,
        "finish.utilization_pct": 49.0,
        "mi_logic_area_um2": 1350,
        "nFillCells": 782,
        "layout-drive-gt1-share_pct": 22.4,
    },
    "power": {
        "powerDensity_nw_per_um2": 613,
        "p_sw_mw": 0.591,
        "p_leak_nw": 1.50,
        "seq_power_share_pct": 51.1,
        "vdd_ir_drop_max_uv": 541,
        "p_comb_share_pct": 10.3,
        "netSwitchingFraction_pct": 21.4,
        "p_int_mw": 2.17,
        "clkPwrFrac_pct": 38.6,
    },
    "worst_setup_path": {
        "critPathMaxFanout": 5,
        "critPathRequiredTime_ps": 2240,
        "cp-end-kind": "primary output",
        "start_kind": "register",
        "critPathKind": "register to primary output",
        "arrival_ps": 2150,
    },
    "run": {
        "maxCapViolCount": 0,
        "tool_warnings": 26,
    },
    "clock_network": {
        "clock_sinks": 87,
        "clk_pin_slew_worst_paths_ps": 80,
        "cts-hold-fix-buffers": 0,
        "tritoncts": "done",
    },
    "hold_path": {
        "hp-class": "register to register",
    },
    "grt": {
        "grt_pass1_vias": 2278,
        "antenna_found_initial": 0,
        "grt_max_degree": 21,
        "grt_usage_pct": 16.5,
        "overflow": 0,
        "grt_pass1_wl_um": 11500,
    },
    "placement": {
        "finalWeightedCongestion": 0.789,
        "dpl.hpwl_um": 4380,
        "io_buffer_count": 22,
    },
}
-- layout make-up --
cell class / instances / area share, %
Sequential cell: 87 / 52.9
Multi-Input combinational cell: 144 / 29.9
Inverter: 6 / 0.555
Tap cell: 111 / 3.08
Clock inverter: 8 / 2.28
Timing Repair Buffer: 37 / 7.66
Clock buffer: 12 / 3.66
-- worst max-delay path, cell delays in order (launching register included) --
cell and delay [ps]:
dfxtp_1 330, or3_1 410, a2111o_1 510, nand2_1 100, clkdlybuf4s50_1 460
-- state kept, by name (all words and copies together), names as in the netlist --
register,count
read_sync.data_out,4
wptr,4
fifo,64
write_sync.data_out,4
read_sync.temp,3
write_sync.temp,4
rptr,4
-- layer usage --
layer / part of all wire, % / vias to the layer above / GRT usage [%]
met4: 1.6 / 0 / 2.49
met5: 0 / - / 0
met1: 43 / 1106 / 24.6
li1: - / 1065 / -
met2: 48 / 74 / 24.8
met3: 7.7 / 13 / 7.08
-- cells in the final DEF (no fill, tap or decap), drive strengths merged, types with 3 or more instances in the layout --
master	n
dfxtp	23
nand3	10
o21ai	7
nand2	8
nor2	6
mux2i	3
mux4	16
nor2b	10
xor2	5
nor3	8
nor3b	4
clkdlybuf4s50	22
clkinv	3
edfxtp	64
mux2	9
xnor2	7
clkbuf	12
inv	8
or3	4
nor4b	3
a21oi	9
nand4	3
nor4	3
buf	15
-- through the flow --
step | setup WS [ps] | cell area, um2 | total power, mW | std cells | hold slack, ps
final | 91.5 | 4510 | 2.76 | 405 | 441
after CTS | 28.2 | 4490 | 2.79 | 405 | 446
after global placement | 399 | 4220 | 1.73 | 385 | 427
after detailed placement | 391 | 4220 | 1.73 | 385 | 427
after global routing | 1.25 | 4510 | 2.88 | 405 | 462
after floorplan | 161 | 3790 | 1.61 | 255 | 414
-- timing repair --
action / in CTS / in global routing
endpoints found under the setup margin: 1 / 1
resized: 1 / 4
buffers inserted: 0 / 0
-- power by group through the flow --
stage	clock (mW)	combinational, mW	sequential [mW]
5_1_grt	1.15	0.311	1.41
6_report	1.07	0.285	1.41
4_1_cts	1.09	0.288	1.41
-- worst paths after layout --
path,startpoint,endpoint,slack [ps],cells after the start
setup / recovery,write_sync.data_out[2]$_SDFF_PP0_,empty,90,4
hold / removal,write_sync.temp[3]$_SDFF_PP0_,write_sync.data_out[3]$_SDFF_PP0_,440,1
setup reg to reg,wptr[1]$_SDFF_PP0_,fifo[1][5]$_DFFE_PP_,650,6
hold reg to reg,write_sync.temp[3]$_SDFF_PP0_,write_sync.data_out[3]$_SDFF_PP0_,440,1
max in group clk1,write_sync.data_out[2]$_SDFF_PP0_,read_sync.temp[1]$_SDFF_PP0_,820,5
min in group clk1,read_sync.temp[1]$_SDFF_PP0_,read_sync.data_out[1]$_SDFF_PP0_,440,1
-- kinds of logic (layout without fill, tap and decap cells) --
| kind of cell | Yosys count | after routing | synth area share (%) |
|---|---|---|---|
| AND-OR/OR-AND | 32 | 32 | 5.97 |
| XOR/XNOR | 13 | 13 | 3.43 |
| adder cells (fa/ha/maj) | 2 | 2 | 0.660 |
| buffers and inverters | 24 | 63 | 2.70 |
| flip-flops | 87 | 87 | 62.8 |
| multiplexers | 28 | 28 | 13.7 |
| AND/OR/NAND/NOR | 69 | 69 | 10.8 |
Power and IR drop assume default switching activity.
